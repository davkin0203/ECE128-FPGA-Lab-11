==> flow/design.v <==
`timescale 1ns / 1ps
module Control (
input clk, reset,
input [2:0] adr1,
input [2:0] adr2,
output reg w_rf,
output reg [2:0] adr,
output reg DA,SA,SB,
output reg [3:0] st_out,
output reg w_ram
);
parameter S0_idle = 0 , S1_send_adr1 = 1 , S2_send_adr2 = 2 ,S3_multiply = 3 ,S4_write_ram =
4,S5_read_ram=5 ;
reg [3:0] PS,NS ;
always@(posedge clk or posedge reset)
begin
if(reset)
PS <=S0_idle;
else
PS <= NS ;
end
always@(*)
begin
case(PS)
S0_idle:begin
NS = S1_send_adr1;
w_rf <= 0;
w_ram <= 1'b0;
st_out <= S0_idle;
end
S1_send_adr1:begin
w_rf <= 1'b1;
adr<= adr1;
DA <=1'b0;
SA <=1'b0;
SB <=1'b1;
st_out <= S1_send_adr1;
NS <= S2_send_adr2;
end
S2_send_adr2:begin
w_rf <= 1'b1;
adr<= adr2;
NS <= S3_multiply;
DA <=1'b1;
SA <=1'b0;
SB <=1'b1;
st_out <= S2_send_adr2;
end
S3_multiply: begin
NS <= S4_write_ram;
st_out <= S3_multiply;
w_ram<= 1'b1;
end
S4_write_ram: begin
st_out <= S4_write_ram;
NS <= S5_read_ram;
end
S5_read_ram: begin
w_ram<= 1'b0;
st_out <= S5_read_ram;
if(!reset) begin
NS <= S5_read_ram;
end
else begin
NS <= S0_idle;
end
end
endcase
end
endmodule
`timescale 1ns / 1ps
module Multiplier_top(
    input clk,
    input rst,
    input [2:0] adr1_r,
    input [2:0] adr2_r,
    input [3:0] adr_ram,
    output [7:0] result,
    output [3:0] st_out
    );
wire w_rf;
wire [2:0] adr;
wire DA,SA,SB;
wire [2:0] w_ram;
wire [3:0] A, B;
wire [3:0] O;
wire [7:0] X;
ROM uut1(adr, O);
Control uut4(clk, rst, adr1_r, adr2_r, w_rf, adr, DA, SA, SB, st_out, w_ram);
RF uut5(A, B, SA, SB, O, DA, w_rf, rst, clk);
multiplier uut2(A, B, X);  
RAM uut3(clk, rst, w_ram, adr_ram, X, result);
endmodule
`timescale 1ns / 1ps
module RAM(i_clk, i_rst, i_write_en, i_addr, i_write_data, o_read_data);
parameter DATA_W = 8;
parameter SIZE = 8;
parameter ADDR_W = 3;
input i_clk, i_rst, i_write_en;
input [ADDR_W-1:0] i_addr;
input [DATA_W-1:0] i_write_data;
output reg [DATA_W-1:0] o_read_data;
reg[DATA_W-1:0] mem[0:SIZE-1];
integer i;
always @ (posedge i_clk) begin
    if(i_rst) begin  
        for(i=0; i<SIZE; i=i+1) begin
            mem[i] <= 0;
        end
    end
    else begin
    if(i_write_en)
        mem[i_addr] <= i_write_data;
    else
        o_read_data <= mem[i_addr];
    end
end
endmodule
`timescale 1ns / 1ps
module ROM ( ROM_addr, ROM_data);
output reg [3:0] ROM_data;
input [2:0] ROM_addr;
always @(ROM_addr) begin
	case (ROM_addr)
         3'd0: ROM_data = 4'b0111;
         3'd1: ROM_data = 4'b0110;
         3'd2: ROM_data = 4'b0101;
         3'd3: ROM_data = 4'b0100;
         3'd4: ROM_data = 4'b0011;
         3'd5: ROM_data = 4'b0010;
         3'd6: ROM_data = 4'b0001;
         3'd7: ROM_data = 4'b0000;
        endcase
	end
endmodule
`timescale 1ns / 1ps
module multiplier(a,b,p);
input [3:0] a,b;
wire [3:0]m0;
wire [4:0]m1;
wire [5:0]m2;
wire [6:0]m3;
wire [7:0] s1,s2,s3;
output [7:0] p;
assign m0 = {4{a[0]}} & b[3:0];
assign m1 = {4{a[1]}} & b[3:0];
assign m2 = {4{a[2]}} & b[3:0];
assign m3 = {4{a[3]}} & b[3:0];
assign s1 = m0+ (m1<<1);
assign s2 = s1+ (m2<<2);
assign s3 = s2+ (m3<<3);
assign p = s3;
endmodule
`timescale 1ns / 1ps
module RF(A, B, SA, SB, D, DA, W, rst, clk);
output [3:0]A;  
output [3:0]B;  
input SA;  
input SB;  
input [3:0]D;  
input DA;  
input W;  
input rst;  
input clk;
wire [1:0]load_enable;
wire [3:0]R00, R01;
Decoder1to2 decoder (load_enable, DA, W);
RegisterNbit reg00 (D,R00,load_enable[0], rst, clk);  
RegisterNbit reg01 (D,R01,load_enable[1], rst, clk);
Mux2to1Nbit muxA (A,R00, R01, SA);
Mux2to1Nbit muxB (B,R00, R01,SB);
endmodule
module RegisterNbit(D, Q, L, R, clock);
parameter N = 4;  
output reg [N-1:0]Q;  
input [N-1:0]D;  
input L;  
input R;  
input clock;  
always @(posedge clock or posedge R) begin
if(R)
Q<=0;
else if(L)
Q<=D;
else
Q<=Q;
end
endmodule
module Decoder1to2(m, S, en);
input S;  
input en;  
output [1:0]m;  
assign m[0] = ~S&en;
assign m[1] = S&en;
endmodule
module Mux2to1Nbit(o, i1,i2, s);
input [3:0] i1,i2;
input s;
output reg [3:0] o;
always @(s or i1 or i2)
begin
case (s)
1'b0 : o = i1;
1'b1 : o = i2;
default : o = 4'b0;
endcase
end
endmodule
==> flow/config.mk <==
export PLATFORM = sky130hd
export DESIGN_NAME = Multiplier_top
export DESIGN_NICKNAME = Multiplier_top
export VERILOG_FILES = /design/flow/design.v
export SDC_FILE = /design/flow/constraint.sdc
export NUM_CORES = 4
export LEC_CHECK = 1
export CORE_UTILIZATION = 40
==> flow/constraint.sdc <==
current_design Multiplier_top

set clk_period 4.4
set clk_io_pct 0.2

create_clock -name clk0 -period $clk_period [get_ports {clk}]

set non_clock_inputs [all_inputs -no_clocks]
set_input_delay [expr $clk_period * $clk_io_pct] -clock clk0 $non_clock_inputs
set_output_delay [expr $clk_period * $clk_io_pct] -clock clk0 [all_outputs]
==> flow/run.sh <==
#!/bin/bash
# OpenROAD 26Q1-2900-gdf79404cd8, Yosys 0.63+post, stock flow scripts
make -C /OpenROAD-flow-scripts/flow DESIGN_CONFIG=/design/flow/config.mk WORK_HOME=/design/flow/orfs finish
==> CHANGELOG.md <==
### Implementation results

- Synth warn: 8
- Final setup vio count: 0
- Clk latency of the worst-skew pair: 0.34 ns
- Critical path launch point: uut5.reg00.Q[0]
- WL/cell: 14.7 um
- Mapped Avg Cell Area: 13.1 um2
- WP data arrival: 2.97 ns
- Startpoint types: flop
- Clock Pin Slew Worst Setup and Hold Paths: 0.06 ns
- Final WS setup: 1.50 ns
- Outcome: complete, no violations
- First-pass GRT wire length: 9.25 mm
- Fin Setup TNS: 0 ns
- Placement Setup Slack: 1.16 ns
- CTS tree: done
- GR peak layer: met2
- Pwr/cell area: 330 mW/mm2
- Layout cells sized above 1: 10.2%
- Clk_skew: 0.00607 ns
- WP data required: 4.47 ns
- FF-to-FF End: uut3.mem[5][5]
- Antenna Cells: 0
- Int Pwr: 962 uW
- Top cell excl fill/tap: nor2_1
- Post-cts sizing count: 0
- Register pins left without a clock: 12
- Vias in the first global route: 1886
- Final Util: 47.2%
- Root buffer cell: clkbuf_8
- Clock period minus final worst setup slack: 2.90 ns
- Slew headroom: 50.2%
- DRC errors left: 0
- Initial antenna violation count: 0
- Total GRT Usage: 15.2%
- Sw frac: 20.9%
- Tool warning count: 28
- Die X: 92.3 um
- Mapped Cells: 248
- Yosys synthesis chip area: 0.00326 mm2
- GR Util met3: 3.97%
- Post-CTS Setup Bufs: 0
- Asr flop ratio synth: 12.0%
- Met1 usage: 23.0%
- Drt via density: 4.92
- Chip area: 0.00851 mm2
- Post-route ant nets: 0
- Fp_density: 41.7%
- Area delta synth->final: 13.1%
- Post-synthesis cell count from yosys: 248
- DRT Pass-1 Iters: 4
- TritonCTS Buffers: 9
- Top Layout Cells: nor2_1 (56), edfxtp_1 (54), nand2_1 (24)
- Met2 Track Usage GR: 24.4%
- Row cnt: 32
- Deepest clock path buffer count: 2
- Reg2reg setup slack: 1.50 ns
- Vias: 1851
- Leak pwr: 0.00147 uW
- CTS Hold Bufs: 0
- Peak VDD IR: 0.000148 V
- Leading register cell type out of synthesis: edfxtp_1
- Pin count of the biggest net entering global routing: 18
- CP endpoint kind: flop
- EDFF count, synth: 54
- NetSw: 255 uW
- Buffers on Ports: 19
- Core ar.: 0.00781 mm2
- Type of the worst setup path: reg2reg
- I/O Pins: 24
- Worst Hold Class: reg2reg
- Worst Setup EP: uut3.mem[5][5]
- RR Startpoint: uut5.reg00.Q[0]
- Clk pwr share: 38.0%
- Worst-margin pin slew: 0.745 ns
- Synth unique cells: 36
- Die Y: 92.3 um
- Crit-path max FO: 8
- Max Cap Violations: 0
- Final Wtd Congestion: 0.778
- Drt initial violations: 58
- Pins Over Slew Limit: 0
- Total Wirelength: 5.51 mm
- Grt ovf: 0
- Flop pwr share: 55.5%
- Fin crit share: 65.9%
- Reg2reg path depth: 9
- Final hold vios: 0
- FMAX: 0.345 GHz
- Synth Register Bits: 75
- H-tree lvl count: 3
- HPWL Detailed: 3.76 mm
- Combinational share of power: 6.5%
- Post-Syn Area: 0.00326 mm2
- RSZ-0062 raised after global routing: no
- Count of endpoints without a timing constraint: 18
## critical path, stage by stage (launching register included)
cell	delay, ns
dfrtp_1	0.41
and2_1	0.17
ha_1	0.22
fa_1	0.38
xor2_1	0.27
inv_1	0.08
ha_1	0.30
a21o_1	0.16
a21oi_1	0.56
nor2_1	0.09
## kinds of logic (layout without fill, tap and decap cells)
family | count (synthesis) | after routing | share of synthesized area (%)
AND/OR/NAND/NOR | 99 | 99 | 13.1
XOR/XNOR | 3 | 3 | 0.807
buffers and inverters | 20 | 44 | 3.49
latches | 12 | 12 | 5.53
AND-OR/OR-AND | 19 | 19 | 3.19
other | 1 | 3 | 0.115
adder cells (fa/ha/maj) | 10 | 10 | 4.30
multiplexers | 21 | 21 | 12.8
flip-flops | 63 | 63 | 56.7
## per-stage QoR
step	area [um2]	hold slack [ns]	power, uW	instances
2_1_floorplan	3270	0.477	740	250
3_3_place_gp	3510	0.507	768	360
3_5_place_dp	3510	0.515	769	360
4_1_cts	3680	0.529	1220	376
5_1_grt	3680	0.547	1260	376
6_report	3680	0.529	1220	376
## cells in the mapped netlist, drive strengths merged (2+ instances only)
cell type   n  area [um2]
and3b       2        17.5
a21o        2        15.0
buf         9        72.6
nand2b      2        12.5
nand2      24        90.1
clkbuf      3        11.3
and2        7        43.8
o21ai       4        20.0
a21oi      11        55.1
mux2        9         120
xor2        3        26.3
mux4       12         297
ha          8         100
nor3        2        15.0
nor2       56         210
edfxtp     54        1620
dlxtn      12         180
inv         7        26.3
dfrtp       9         225
nand3       2        10.0
fa          2        40.0
## routing by layer
layer | part of all wire (%) | up-vias | routed length, um
met5 | 0 | - | 0
met2 | 49 | 60 | 2680
met3 | 5.2 | 13 | 287
met1 | 44 | 865 | 2400
met4 | 2.6 | 0 | 143
li1 | - | 913 | -
## power by group through the flow
stage / clock network, uW / logic, uW / registers, uW
4_1_cts: 467 / 80.7 / 676
5_1_grt: 493 / 86.6 / 678
6_report: 462 / 79.1 / 676
## how the worst min path moves through the flow
stage	startpoint	endpoint	slack [ns]	cells after the start
after CTS	uut5.reg00.Q[2]	uut5.reg00.Q[2]	0.53	2
after global routing	uut5.reg00.Q[2]	uut5.reg00.Q[2]	0.55	2
final	uut5.reg00.Q[2]	uut5.reg00.Q[2]	0.53	2
## area by class of cell
type	instances	area, um2
Fill cell	695	4120
Sequential cell	75	2030
Multi-Input combinational cell	155	1120
Timing Repair Buffer	20	198
Tap cell	102	128
Clock buffer	9	124
Clock inverter	7	53.8
Inverter	8	30.0
## registers in the layout, summed over array words and instances (netlist names), 3 cells and up
signal            flops
uut5.reg01.Q          3
uut4.st_out           3
uut3.mem             48
uut4.NS               3
uut4.adr              3
uut5.reg00.Q          3
uut3.o_read_data      6
uut4.PS               3
Power and IR drop assume default switching activity.
